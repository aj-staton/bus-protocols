===== design/flow/run.sh =====
#!/bin/bash
# OpenROAD 26Q1-2900-gdf79404cd8, Yosys 0.63+post, stock flow scripts
make -C /OpenROAD-flow-scripts/flow DESIGN_CONFIG=/design/flow/config.mk WORK_HOME=/design/flow/orfs finish

===== design/flow/config.mk =====
export PLATFORM = sky130hd
export DESIGN_NAME = i2c_slave
export DESIGN_NICKNAME = i2c_slave
export VERILOG_FILES = /design/flow/design.v
export SDC_FILE = /design/flow/constraint.sdc
export NUM_CORES = 4
export LEC_CHECK = 1
export CORE_UTILIZATION = 40

===== design/flow/constraint.sdc =====
current_design i2c_slave

set clk_period 3.6
set clk_io_pct 0.2

create_clock -name clk0 -period $clk_period [get_ports {clk}]

set non_clock_inputs [all_inputs -no_clocks]
set_input_delay [expr $clk_period * $clk_io_pct] -clock clk0 $non_clock_inputs
set_output_delay [expr $clk_period * $clk_io_pct] -clock clk0 [all_outputs]

===== design/flow/design.v =====
`timescale 1ns / 1ps
module i2c_slave #(
    parameter FILTER_LEN = 4
)
(
    input wire         clk,
    input wire         rst,
    input  wire        release_bus,
    input  wire [7:0]  data_in,
    input  wire        data_in_valid,
    output wire        data_in_ready,
    input  wire        data_in_last,
    output wire [7:0]  data_out,
    output wire        data_out_valid,
    input  wire        data_out_ready,
    output wire        data_out_last,
    input  wire        scl_i,
    output wire        scl_o,
    output wire        scl_t,
    input  wire        sda_i,
    output wire        sda_o,
    output wire        sda_t,
    output wire        busy,
    output wire [6:0]  bus_address,
    output wire        bus_addressed,
    output wire        bus_active,
    input  wire        enable,
    input  wire [6:0]  device_address,
    input  wire [6:0]  device_address_mask
);
localparam [4:0]
    STATE_IDLE = 4'd0,
    STATE_ADDRESS = 4'd1,
    STATE_ACK = 4'd2,
    STATE_WRITE_1 = 4'd3,
    STATE_WRITE_2 = 4'd4,
    STATE_READ_1 = 4'd5,
    STATE_READ_2 = 4'd6,
    STATE_READ_3 = 4'd7;
reg [4:0] state_reg = STATE_IDLE, state_next;
reg [6:0] addr_reg = 7'd0, addr_next;
reg [7:0] data_reg = 8'd0, data_next;
reg data_valid_reg = 1'b0, data_valid_next;
reg data_out_reg_valid_reg = 1'b0, data_out_reg_valid_next;
reg last_reg = 1'b0, last_next;
reg mode_read_reg = 1'b0, mode_read_next;
reg [3:0] bit_count_reg = 4'd0, bit_count_next;
reg data_in_ready_reg = 1'b0, data_in_ready_next;
reg [7:0] data_out_reg = 8'd0, data_out_next;
reg data_out_valid_reg = 1'b0, data_out_valid_next;
reg data_out_last_reg = 1'b0, data_out_last_next;
reg [FILTER_LEN-1:0] scl_i_filter = {FILTER_LEN{1'b1}};
reg [FILTER_LEN-1:0] sda_i_filter = {FILTER_LEN{1'b1}};
reg scl_i_reg = 1'b1;
reg sda_i_reg = 1'b1;
reg scl_o_reg = 1'b1, scl_o_next;
reg sda_o_reg = 1'b1, sda_o_next;
reg last_scl_i_reg = 1'b1;
reg last_sda_i_reg = 1'b1;
reg busy_reg = 1'b0;
reg bus_active_reg = 1'b0;
reg bus_addressed_reg = 1'b0, bus_addressed_next;
assign bus_address = addr_reg;
assign data_in_ready = data_in_ready_reg;
assign data_out = data_out_reg;
assign data_out_valid = data_out_valid_reg;
assign data_out_last = data_out_last_reg;
assign scl_o = scl_o_reg;
assign scl_t = scl_o_reg;
assign sda_o = sda_o_reg;
assign sda_t = sda_o_reg;
assign busy = busy_reg;
assign bus_active = bus_active_reg;
assign bus_addressed = bus_addressed_reg;
assign scl_posedge = scl_i_reg && !last_scl_i_reg;
assign scl_negedge = !scl_i_reg && last_scl_i_reg;
assign sda_posedge = sda_i_reg && !last_sda_i_reg;
assign sda_negedge = !sda_i_reg && last_sda_i_reg;
assign start_bit = sda_negedge && scl_i_reg;
assign stop_bit = sda_posedge && scl_i_reg;
always @* begin
    state_next = STATE_IDLE;
    addr_next = addr_reg;
    data_next = data_reg;
    data_valid_next = data_valid_reg;
    data_out_reg_valid_next = data_out_reg_valid_reg;
    last_next = last_reg;
    mode_read_next = mode_read_reg;
    bit_count_next = bit_count_reg;
    data_in_ready_next = 1'b0;
    data_out_next = data_out_reg;
    data_out_valid_next = data_out_valid_reg && !data_out_ready;
    data_out_last_next = data_out_last_reg;
    scl_o_next = scl_o_reg;
    sda_o_next = sda_o_reg;
    bus_addressed_next = bus_addressed_reg;
    if (start_bit) begin
        data_valid_next = 1'b0;
        data_out_reg_valid_next = 1'b0;
        bit_count_next = 4'd7;
        data_out_last_next = 1'b1;
        data_out_valid_next = data_out_reg_valid_reg;
        bus_addressed_next = 1'b0;
        state_next = STATE_ADDRESS;
    end else if (release_bus || stop_bit) begin
        data_valid_next = 1'b0;
        data_out_reg_valid_next = 1'b0;
        data_out_last_next = 1'b1;
        data_out_valid_next = data_out_reg_valid_reg;
        bus_addressed_next = 1'b0;
        state_next = STATE_IDLE;
    end else begin
        case (state_reg)
            STATE_IDLE: begin
                data_valid_next = 1'b0;
                data_out_reg_valid_next = 1'b0;
                bus_addressed_next = 1'b0;
                state_next = STATE_IDLE;
            end
            STATE_ADDRESS: begin
                if (scl_posedge) begin
                    if (bit_count_reg > 0) begin
                        bit_count_next = bit_count_reg-1;
                        data_next = {data_reg[6:0], sda_i_reg};
                        state_next = STATE_ADDRESS;
                    end else begin
                        if (enable && (device_address & device_address_mask) == (data_reg[6:0] & device_address_mask)) begin
                            addr_next = data_reg[6:0];
                            mode_read_next = sda_i_reg;
                            bus_addressed_next = 1'b1;
                            state_next = STATE_ACK;
                        end else begin
                            state_next = STATE_IDLE;
                        end
                    end
                end else begin
                    state_next = STATE_ADDRESS;
                end
            end
            STATE_ACK: begin
                if (scl_negedge) begin
                    sda_o_next = 1'b0;
                    bit_count_next = 4'd7;
                    if (mode_read_reg) begin
                        data_in_ready_next = 1'b1;
                        data_valid_next = 1'b0;
                        state_next = STATE_READ_1;
                    end else begin
                        state_next = STATE_WRITE_1;
                    end
                end else begin
                    state_next = STATE_ACK;
                end
            end
            STATE_WRITE_1: begin
                if (scl_negedge || !scl_o_reg) begin
                    sda_o_next = 1'b1;
                    if (data_out_valid && !data_out_ready) begin
                        scl_o_next = 1'b0;
                        state_next = STATE_WRITE_1;
                    end else begin
                        scl_o_next = 1'b1;
                        if (data_valid_reg) begin
                            data_out_next = data_reg;
                            data_out_last_next = 1'b0;
                        end
                        data_valid_next = 1'b0;
                        data_out_reg_valid_next = data_valid_reg;
                        state_next = STATE_WRITE_2;
                    end
                end else begin
                    state_next = STATE_WRITE_1;
                end
            end
            STATE_WRITE_2: begin
                if (scl_posedge) begin
                    data_next = {data_reg[6:0], sda_i_reg};
                    if (bit_count_reg > 0) begin
                        bit_count_next = bit_count_reg-1;
                        state_next = STATE_WRITE_2;
                    end else begin
                        data_out_valid_next = data_out_reg_valid_reg;
                        data_out_reg_valid_next = 1'b0;
                        data_valid_next = 1'b1;
                        state_next = STATE_ACK;
                    end
                end else begin
                    state_next = STATE_WRITE_2;
                end
            end
            STATE_READ_1: begin
                if (data_in_ready && data_in_valid) begin
                    data_in_ready_next = 1'b0;
                    data_next = data_in;
                    data_valid_next = 1'b1;
                end else begin
                    data_in_ready_next = !data_valid_reg;
                end
                if (scl_negedge || !scl_o_reg) begin
                    if (!data_valid_reg) begin
                        scl_o_next = 1'b0;
                        state_next = STATE_READ_1;
                    end else begin
                        scl_o_next = 1'b1;
                        {sda_o_next, data_next} = {data_reg, 1'b0};
                        if (bit_count_reg > 0) begin
                            bit_count_next = bit_count_reg-1;
                            state_next = STATE_READ_1;
                        end else begin
                            state_next = STATE_READ_2;
                        end
                    end
                end else begin
                    state_next = STATE_READ_1;
                end
            end
            STATE_READ_2: begin
                if (scl_negedge) begin
                    sda_o_next = 1'b1;
                    state_next = STATE_READ_3;
                end else begin
                    state_next = STATE_READ_2;
                end
            end
            STATE_READ_3: begin
                if (scl_posedge) begin
                    if (sda_i_reg) begin
                        state_next = STATE_IDLE;
                    end else begin
                        bit_count_next = 4'd7;
                        data_in_ready_next = 1'b1;
                        data_valid_next = 1'b0;
                        state_next = STATE_READ_1;
                    end
                end else begin
                    state_next = STATE_READ_3;
                end
            end
        endcase
    end
end
always @(posedge clk) begin
    if (rst) begin
        state_reg <= STATE_IDLE;
        data_in_ready_reg <= 1'b0;
        data_out_valid_reg <= 1'b0;
        scl_o_reg <= 1'b1;
        sda_o_reg <= 1'b1;
        busy_reg <= 1'b0;
        bus_active_reg <= 1'b0;
        bus_addressed_reg <= 1'b0;
    end else begin
        state_reg <= state_next;
        data_in_ready_reg <= data_in_ready_next;
        data_out_valid_reg <= data_out_valid_next;
        scl_o_reg <= scl_o_next;
        sda_o_reg <= sda_o_next;
        busy_reg <= !(state_reg == STATE_IDLE);
        if (start_bit) begin
            bus_active_reg <= 1'b1;
        end else if (stop_bit) begin
            bus_active_reg <= 1'b0;
        end else begin
            bus_active_reg <= bus_active_reg;
        end
        bus_addressed_reg <= bus_addressed_next;
    end
    addr_reg <= addr_next;
    data_reg <= data_next;
    data_valid_reg <= data_valid_next;
    data_out_reg_valid_reg <= data_out_reg_valid_next;
    last_reg <= last_next;
    mode_read_reg <= mode_read_next;
    bit_count_reg <= bit_count_next;
    data_out_reg <= data_out_next;
    data_out_last_reg <= data_out_last_next;
    scl_i_filter <= (scl_i_filter << 1) | scl_i;
    sda_i_filter <= (sda_i_filter << 1) | sda_i;
    if (scl_i_filter == {FILTER_LEN{1'b1}}) begin
        scl_i_reg <= 1'b1;
    end else if (scl_i_filter == {FILTER_LEN{1'b0}}) begin
        scl_i_reg <= 1'b0;
    end
    if (sda_i_filter == {FILTER_LEN{1'b1}}) begin
        sda_i_reg <= 1'b1;
    end else if (sda_i_filter == {FILTER_LEN{1'b0}}) begin
        sda_i_reg <= 1'b0;
    end
    last_scl_i_reg <= scl_i_reg;
    last_sda_i_reg <= sda_i_reg;
end
endmodule

==> out/metrics.csv <==
metric;value;unit
crit_buf_inv;0;
fp.dieH;81.8;µm
clockBufferDepth;2;
synth_flops;53;
fin_tns_setup;0;ps
edf_count;24;
place_hpwl;4150;µm
critPathLaunchType;register;
drtIter0Drc;185;
crit_fanout;23;
grt_pass1_wl;9320;µm
clkSinkCount;53;
yosysSeqAreaShare;0.510;
io_pins;56;
mux_share;0.0476;
num_rows;28;
hold_buffers;0;
crit_slowest_cell;dfxtp_1;
wire_per_inst;15.3;µm
path_cells;and2_1, nor3b_1, nand3_1, nor2_1;
cp_top_family;simple AND/OR/NAND/NOR gates;
synth.cellmix.compoundShare;0.179;
hp-class;reg -> reg;
routed-via-count;2067;
ys_types;53;
clkSlewWorstSetupHoldPaths;100;ps
worstSetupPathType;reg -> reg;
crit_path_start;state_reg[0]$_SDFF_PP0_;
hold_viol;0;
fmax;390;MHz
ff_type;dfxtp_1;
skew;8.92;ps
cts_root_buf;clkbuf_8;
cts_setup_buffers;0;
chip_area;6700;µm²
warnings;27;
first_pass_iters;6;
topCombFamilyByArea;simple AND/OR/NAND/NOR gates;
ys_cells;256;
async_flop_share;0;
syn_to_final_growth;26.7;%
cap_violations;0;
tightest_slew;768;ps
required;3540;ps
slowest_delay;830;ps
layout-drive-gt1-share;0.0617;
diodes;0;
tritoncts;done;
cp.arrival;2510;ps
cts_max_level;2;
place_congestion;0.880;
die_w;81.8;µm
powerDensity;336;nW/µm²
clk_latency;310;ps
r2r_cells;4;
power_switching;0.255;mW
vias_per_cell;5.40;
yosysChipArea;2550;µm²
fa_ha_area_frac;0.00981;
routed_wirelength;5870;µm
crit_path_end_kind;register;
path_depth;4;
portBuffers;54;
grt_max_degree;28;
period_minus_slack;2560;ps
synthSimpleGateAreaFrac;0.187;
power;1.08;mW
ir_drop;271;µV
ys_sh_xor;0.0275;
p_clk_frac;0.325;
max_slew_margin;0.487;
rsz0062_at_grt;no;
antenna_found_initial;0;
fillers;563;
syn_inst;256;
layout_top_cell;clkdlybuf4s50_1;
slew_viol_final;0;
setup_viol;0;
grt_pass1_vias;1784;
worstSetupEndpoint;data_out_reg[7]$_DFFE_PP_;
rrSetupSlack;1040;ps
status;finished, final reports clean;
grt.total_usage;0.191;
p_comb_frac;0.071;
p_seq_frac;0.605;
p_sw_frac;0.235;
p_int;0.829;mW
fp_util;0.423;
leakage;1.19;nW
syn_area;2550;µm²
antenna_left;0;
synth_warnings;7;
finalCritPeriodShare;0.712;
ctsResizeCount;0;
cts_made_buffers;5;
synth.avg_cell_area;9.96;µm²
r2r_start;state_reg[0]$_SDFF_PP0_;
reg2reg_to;data_out_reg[7]$_DFFE_PP_;
grt.overflow.total;0;
remaining_drc_errors;0;
layout_top_cells;clkdlybuf4s50_1, dfxtp_1, nand2_1, edfxtp_1;
core_region_area;6030;µm²
==> power by group through the flow <==
stage | Sequential [mW] | Clock (mW) | Combinational, mW
4_1_cts | 0.656 | 0.365 | 0.0770
5_1_grt | 0.659 | 0.386 | 0.0826
6_report | 0.656 | 0.352 | 0.0767
==> synthesized netlist by cell type, types with 4 or more instances <==
cell type  count  area [µm²]
edfxtp_1      24         721
inv_1          6        22.5
nor2_1        20        75.1
a31oi_1        4        25.0
o21ai_0       20         100
nand2b_1       6        37.5
dfxtp_1       29         581
a21oi_1       15        75.1
nand3_1        8        40.0
or3_1          4        25.0
xor2_1         8        70.1
mux2i_1       11         110
clkbuf_1       4        15.0
nor2b_1        6        37.5
nor3b_1        6        45.0
a22oi_1        4        30.0
nand2_1       24        90.1
==> layout make-up <==
type                            count  area [µm²]  share of cell area
Timing Repair Buffer               58         571               0.177
Tap cell                           75        93.8              0.0290
Clock buffer                        5        68.8              0.0213
Multi-Input combinational cell    183        1150               0.356
Inverter                            6        22.5             0.00697
Clock inverter                      3        23.8             0.00736
Sequential cell                    53        1300               0.403
==> per-layer routing <==
metal | wire [µm] | GRT usage
met1 | 2870 | 0.331
met2 | 2570 | 0.273
met3 | 377 | 0.0304
met4 | 46 | 0.0158
met5 | 0 | 0
==> stage by stage <==
stage                     utilization  cells  worst slack [ps]  area [µm²]  hold WS [ps]
after floorplan                     -    256              1180        2550           331
after global placement          0.521    375               835        3140           342
after detailed placement        0.521    375               767        3140           343
after CTS                       0.536    383              1070        3230           360
after global routing            0.536    383               861        3230           373
final                           0.536    383              1040        3230           358
==> worst min-delay path by stage <==
stage,start,end,cells past startpoint
finish,sda_i_filter[1]$_DFF_P_,sda_i_filter[2]$_DFF_P_,0
global route,scl_i_filter[1]$_DFF_P_,scl_i_filter[2]$_DFF_P_,0
CTS,sda_i_filter[1]$_DFF_P_,sda_i_filter[2]$_DFF_P_,0
==> logic make-up (layout without fill, tap and decap cells) <==
kind of cell,after synthesis,count (layout)
xor+xnor,8,8
compound gates,70,70
simple gates,91,91
flops,53,53
mux,12,12
buf+inv,20,72
fa+ha+maj,2,2
Power figures rest on the tool's default switching activity, not on a simulated workload.
